File: config.mk
export PLATFORM = sky130hd
export DESIGN_NAME = ytydla_cmac_mul
export DESIGN_NICKNAME = ytydla_cmac_mul
export VERILOG_FILES = /design/flow/design.v
export SDC_FILE = /design/flow/constraint.sdc
export NUM_CORES = 4
export LEC_CHECK = 1
export CORE_UTILIZATION = 40
export SYNTH_HDL_FRONTEND = slang
File: constraint.sdc
current_design ytydla_cmac_mul

set clk_period 1.0
set clk_io_pct 0.2

create_clock -name clk0 -period $clk_period [get_ports {clk}]

set non_clock_inputs [all_inputs -no_clocks]
set_input_delay [expr $clk_period * $clk_io_pct] -clock clk0 $non_clock_inputs
set_output_delay [expr $clk_period * $clk_io_pct] -clock clk0 [all_outputs]
File: design.v
typedef enum logic[1:0]{
    ACCU_FSM_IDLE = 2'b00,
    ACCU_FSM_CAL,
    ACCU_FSM_VLD
}cmac_accu_fsm_e;
module ytydla_cmac_mul(
    clk,
    rst_n,
    data,
    weight,
    result);
    input               clk;
    input               rst_n;
    input   signed           [32 - 1:0]   data;
    input   signed           [32 - 1:0]   weight;
    output  signed           [32 - 1:0]   result;
    logic   signed           [2 * 32 - 1:0] temp;
    logic   [32 - 1:0] pre_output;
    assign  temp = (data * weight) >> 12;
    assign  result = pre_output;
    always_ff @(posedge clk or negedge rst_n)begin
        if (~rst_n) begin
            pre_output <= 32'b0;
        end
        else begin
            pre_output <= temp;
        end
    end
endmodule
File: run.sh
#!/bin/bash
# OpenROAD 26Q1-2900-gdf79404cd8, Yosys 0.63+post, stock flow scripts
make -C /OpenROAD-flow-scripts/flow DESIGN_CONFIG=/design/flow/config.mk WORK_HOME=/design/flow/orfs finish
==> flow_summary_export.csv <==
group,metric,value,unit
status,outcome,"finished, violations left",
status,violations,"negative hold slack, negative setup slack",
synthesis,ys_sh_simple,17.12,%
drt,met1_length,29.50,mm
floorplanning,die_y,260.8,um
synthesis,ys_cells,2883,
place,gp_congestion,0.9299,
critical_path,critPathArrivalTime,6.89,ns
synthesis,edf_count,0,
drt,antenna_left,0,
synthesis,yosysUniqueCellTypes,46,
final_timing,setup_ws,-5.672,ns
critical_path,crit_family,"adder cells",
floorplanning,fp_util,40.61,%
critical_path,path_class,"input port to register",
run,cap_violations,0,
final_timing,tightest_slew,0.4895,ns
synthesis,syn_inst,2883,
drt,viasPerCell,4.851,
critical_path,cp_common_cell,"fa_1",
clock_tree,clk_pin_slew,0.07,ns
floorplanning,die_w,260.8,um
drt,totalWireLength,82.47,mm
place,port_buffers,97,
layout,combGateArea,23580,um2
synthesis,ys.flops,32,
drt,top_layer,"met5",
global_route,grt_pass1_vias,22819,
drt,vias,20054,
final_timing,fmax,0.1499,GHz
layout,largest_register_ffs,32,
final_timing,slew_headroom,67.02,%
synthesis,ys_sh_adder,63.08,%
global_route,grt_pass1_wl,131.4,mm
clock_tree,cts_sinks,32,
global_route,antenna_found_initial,4,
clock_tree,clockBufferDepth,2,
drt,met2_length,36.77,mm
synthesis,synthFlopType,"dfrtp_1",
synthesis,synthTopLogicFamily,"adder cells",
place,dpl_cell_area,31410,um2
clock_tree,cts_root_buffer,"clkbuf_16",
clock_tree,cts_tree,"done",
floorplanning,row_count,94,
critical_path,cpPeakStageDelay,0.54,ns
final_timing,min_period_over_period,667.2,%
final_timing,slew_violations,0,
min_path,worstHoldPathType,"input port to asynchronous set/reset pin",
drt,first_pass_iters,17,
synthesis,synth-async-reset-ratio,100.0,%
floorplanning,io_pins,98,
place,hpwl,58.93,mm
critical_path,critPathLaunchType,"input port",
global_route,track_usage,27.81,%
synthesis,yosys_warnings,0,
final_timing,setup_viol,37,
synthesis,muxShareOfSynthArea,0,%
critical_path,cpMaxStageDelayCell,"fa_1",
synthesis,yosys.area_share.xor_xnor,2.255,%
layout,area_growth,28.26,%
clock_tree,h-tree-depth,2,
critical_path,required,1.22,ns
drt,drcViolationCount,0,
drt,drt_iter0_drc,754,
synthesis,ys_sh_aoi,2.022,%
run,openroad.warnings,30,
layout,seq_area,800.8,um2
critical_path,crit_fanout,5,
critical_path,worst-path-buf-inv,8,
floorplanning,die-area,68030,um2
floorplanning,core_area,65980,um2
final_timing,finalHoldViolations,32,
drt,wl_met3,12.85,mm
global_route,grt_overflow_total,0,
synthesis,ys_area,26800,um2
layout,layout-drive-gt1-share,22.43,%
global_route,grt_max_degree,33,
critical_path,crit_path_end_kind,"register",
final_timing,min_period,6.672,ns
layout,utilization,52.09,%
final_timing,hold_slack,-0.1807,ns
clock_tree,cts_made_buffers,5,
drt,wire_per_inst,19.95,um
synthesis,syn-cell-area,26800,um2
synthesis,avgSynthCellArea,9.294,um2
final_timing,grt_setup_unrepaired,"yes",
layout,fill_cells,5535,
layout,final_area,34370,um2
synthesis,ys_seq_share,2.988,%
-- placed cells by master (no fill, tap or decap), types with 6 or more instances in the layout --
master | Yosys | final
nor3_1 | 14 | 6
nor2_4 | 0 | 6
inv_2 | 0 | 25
nand4_1 | 6 | 6
ha_4 | 0 | 22
fa_2 | 0 | 52
buf_12 | 0 | 72
o21a_1 | 9 | 9
xnor2_1 | 52 | 49
xor2_1 | 17 | 16
nor3_2 | 0 | 7
dlygate4sd2_1 | 0 | 15
buf_2 | 1 | 49
inv_1 | 743 | 718
clkbuf_16 | 0 | 6
a21o_1 | 6 | 6
and2_4 | 0 | 24
ha_1 | 159 | 133
buf_16 | 0 | 13
nor2_2 | 1 | 13
buf_6 | 0 | 51
nor2b_1 | 9 | 9
a21oi_2 | 3 | 10
nand2_2 | 0 | 10
a21oi_4 | 0 | 6
a21oi_1 | 23 | 10
fa_1 | 745 | 693
dfrtp_1 | 32 | 32
clkdlybuf4s15_2 | 0 | 7
nand2b_1 | 9 | 7
buf_8 | 0 | 11
buf_4 | 0 | 279
and2_1 | 432 | 408
bufbuf_16 | 0 | 25
nand2_1 | 399 | 387
nor2_1 | 29 | 11
-- timing repair --
item                                   in CTS  in global routing
cloned                                     38                  1
setup buffers                              97                 12
endpoints found under the hold margin      32                 32
setup endpoints to repair                  64                 64
resized                                   575                 70
pin swaps                                 178                 70
-- through the flow --
stage                     setup WS (ns)  std cells  setup TNS [ns]  hold slack [ns]
after global routing             -5.885       4134         -175.90          -0.1747
after floorplan                  -5.342       2883         -157.10         -0.09559
after global placement           -6.478       3988         -192.88           0.1874
final                            -5.672       4134         -168.21          -0.1807
after CTS                        -5.586       4127         -168.00          -0.1819
after detailed placement         -6.507       3988         -193.96           0.1874
-- cells by family (layout without fill, tap and decap cells) --
| group | after synthesis | count (layout) |
|---|---|---|
| other | 0 | 2 |
| XOR/XNOR | 69 | 69 |
| AND-OR/OR-AND | 77 | 77 |
| adder cells (fa/ha/maj) | 904 | 904 |
| AND/OR/NAND/NOR | 907 | 907 |
| buffers and inverters | 894 | 1279 |
| flip-flops | 32 | 32 |
-- cells in the mapped netlist (all sizes together), types with 2 or more instances --
master  instances  area share (%)
a31oi           4            0.12
nor2b           9            0.21
and2          432              10
nand3           2           0.037
o21ai          11            0.21
o21a            9            0.25
dfrtp          32             3.0
ha            159             7.4
a221o           2           0.075
buf             2           0.033
a211oi          4            0.13
nand2b          9            0.21
a21oi          26            0.53
fa            745              56
clkbuf        149             2.1
a21o            6            0.17
nor3           14            0.26
and3            2           0.047
nand2         399             5.6
o211ai          5            0.20
nand4           6            0.14
nor2           30            0.43
xnor2          52             1.7
inv           743              10
xor2           17            0.56
-- layer usage --
layer / vias to the layer above / GRT usage (%)
met3: 164 / 17.90
met4: 4 / 7.359
met5: - / 0
li1: 8883 / -
met2: 876 / 40.50
met1: 10127 / 35.31
-- final cells by class --
cell class	count	share of cell area (%)
Multi-Input combinational cell	1957	68.61
Timing Repair Buffer	528	17.37
Inverter	743	8.115
Tap cell	864	3.145
Sequential cell	32	2.330
Clock buffer	5	0.3640
Clock inverter	3	0.05461
Antenna cell	2	0.01456
-- path summary, 6_finish.rpt --
check / start / end / cells past startpoint
max: data[25] / result[31] / 25
min in group clk0: result[11] / result[11] / 1
min: rst_n / result[7] / 2
max in group asynchronous: rst_n / result[31] / 2
